==> flow/design.v <==
`timescale 1ns/1ps
module dmem (
        input logic clk,
        input logic we,
        input logic [3:0] byteEnable,
        input logic [31:0] a,
        input logic [31:0] wd,
        output logic [31:0] rd
    );
    logic [31:0] RAM[255:0];
    initial $readmemh("dmem.mem", RAM);
    always_ff @(posedge clk) begin
        if (we) begin
            if (byteEnable[0]) RAM[a[31:2]][7:0] <= wd[7:0];
            if (byteEnable[1]) RAM[a[31:2]][15:8] <= wd[15:8];
            if (byteEnable[2]) RAM[a[31:2]][23:16] <= wd[23:16];
            if (byteEnable[3]) RAM[a[31:2]][31:24] <= wd[31:24];
            rd <= RAM[a[31:2]];
        end
    end
endmodule  
==> flow/run.sh <==
#!/bin/bash
# OpenROAD 26Q1-2900-gdf79404cd8, Yosys 0.63+post, stock flow scripts
make -C /OpenROAD-flow-scripts/flow DESIGN_CONFIG=/design/flow/config.mk WORK_HOME=/design/flow/orfs finish
==> flow/config.mk <==
export PLATFORM = sky130hd
export DESIGN_NAME = dmem
export DESIGN_NICKNAME = dmem
export VERILOG_FILES = /design/flow/design.v
export SDC_FILE = /design/flow/constraint.sdc
export NUM_CORES = 4
export LEC_CHECK = 1
export CORE_UTILIZATION = 30
export SYNTH_HDL_FRONTEND = slang
export SYNTH_MEMORY_MAX_BITS = 65536
==> flow/constraint.sdc <==
current_design dmem

set clk_period 35.3
set clk_io_pct 0.2

create_clock -name clk0 -period $clk_period [get_ports {clk}]

set non_clock_inputs [all_inputs -no_clocks]
set_input_delay [expr $clk_period * $clk_io_pct] -clock clk0 $non_clock_inputs
set_output_delay [expr $clk_period * $clk_io_pct] -clock clk0 [all_outputs]
==> qor.yml <==
run_status:
  outcome: "finished, final reports clean"
floorplan:
  core_area_um2: 1040000
  die_y_um: 1020
  fp_util_pct: 30.1
  ios: 102
  dieWidth_um: 1020
  die_area_um2: 1050000
  row_count: 375
pwr:
  comb_power_share_pct: 4.4
  irDropWorstVdd_mv: 0.0614
  p_sw_share_pct: 21.2
  cellLeakagePower_uw: 0.106
  p_int_uw: 15600
  power_switching_uw: 4210
  seq_power_share_pct: 54.3
  p_per_area_nw_per_um2: 55.6
  clkPwrFrac_pct: 41.3
worst_setup_path:
  path_max_fanout: 50
  crit_chain: "buf_16 > buf_4 > buf_4 > buf_4 > buf_4 > buf_4 > buf_4 > buf_4 > mux4_2 > a22oi_1 > a21oi_1 > o41ai_1 > buf_4 > nand4_1"
  endpoint_kind: "flip-flop"
  cp_data_arrival_time_ps: 14080
  crit_start: "a[2]"
  rrSetupSlack_ps: 32160
  slowest_stage: "buf_4"
  start_kind: "primary input"
  reg2reg_from: "RAM[43][9]"
  crit_type: "in -> reg"
  path_common_cell: "buf_4"
  cp.required_ps: 36140
  worst_path_largest_cell_delay_ps: 690
placement:
  io_buffers: 77
  gp_congestion: 0.850
  dp_hpwl_um: 468000
yosys:
  ys.flops: 8224
  top_area_cell: "edfxtp_1"
  yosys_most_used_dff: "edfxtp_1"
  ys_area_um2: 313000
  mux_share_pct: 14.7
  top_cell: "edfxtp_1"
  yosys_cells: 14100
  yosysWarnings: 0
  synthCells: 14100
  netlist_area_um2: 313000
  seq_area_frac_synth_pct: 78.8
  synth_cell_types: 19
  synthAdderAreaFrac_pct: 0
  top_cell_area_share_pct: 78.8
  syn_avg_cell_area_um2: 22.3
  synthAoiAreaFrac_pct: 3.63
  edf_count: 8224
  async_reset_ff_share_pct: 0
  simple_gate_share_pct: 1.50
  netlist_top_cells_count: "8224 x edfxtp_1, 2048 x mux4_2, 1042 x nor2_1, 1024 x a22oi_1, 617 x clkbuf_1"
  netlist_logic_family_top: "multiplexers"
  topCellsByArea: "edfxtp_1 79%, mux4_2 15%, a22oi_1 2.5%"
  xor_area_share_pct: 0
detailed_routing:
  vias_per_cell: 5.04
  vias: 147000
  avgRoutedWirePerCell_um: 27.4
  drt_iter0_drc: 9267
  drc: 0
  wirelength_um: 797000
  drtAntennaViolNets: 0
  first_pass_iters: 5
clock_tree:
  cts_buffers: 815
  clk_pin_slew_ps: 60
  cts_root_buf: "clkbuf_16"
  cts_tree: "done"
  postCtsSetupRepairBufs: 0
  clock_latency_ps: 1150
  clockBufferDepth: 4
  cts_hold_buf: 0
  cts_sinks: 8224
  cts_resized: 0
  htree_levels: 6
timing:
  skew_ps: 52.2
  tightest_slew_ps: 1360
  timing.fmax_ghz: 0.0755
  drv_slew: 0
  setup_violations: 0
  period_needed_ps: 13250
  final.hold.worst_slack_ps: 1010
  hold_violations: 0
  fin_crit_sh_pct: 37.5
  maxSlewHeadroom_pct: 9.02
  rsz0062_at_grt: "no"
  finalSetupTns_ps: 0
job:
  maxCapViolCount: 0
  warning_count: 62
global_route:
  grtUsageTotal_pct: 16.2
  grt_pass1_wl_um: 1140000
  grt_max_degree: 123
  grt_overflow: 0
  antenna_found_initial: 46
  grt_pass1_vias: 162000
hold_path:
  hold_start: "RAM[214][31]"
  hold_class: "reg -> reg"
layout:
  areaGrowthSynthToFinish_pct: 14.0
  layout-drive-gt1-share_pct: 24.9
[path summary, 6_finish.rpt]
| path | end | cells past startpoint |
|---|---|---|
| hold / removal | rd[31] | 5 |
| setup / recovery | rd[2] | 14 |
| hold reg to reg | rd[31] | 5 |
| setup reg to reg | rd[9] | 6 |
[state kept, by name, summed over array words and instances (netlist names)]
| register | cells |
|---|---|
| rd | 32 |
| RAM | 8192 |
[per-stage QoR]
| stage | total power [µW] | worst slack (ps) | cells | area, µm² | util [%] |
|---|---|---|---|---|---|
| global placement | 11900 | 20640 | 27500 | 332000 | 31.8 |
| floorplan | 11400 | 25900 | 14100 | 313000 | - |
| CTS | 20000 | 21810 | 29000 | 357000 | 34.3 |
| finish | 19800 | 22050 | 29100 | 357000 | 34.3 |
| global route | 20400 | 21240 | 29000 | 357000 | 34.3 |
| detailed placement | 11900 | 20580 | 27500 | 332000 | 31.8 |
[power by group through the flow]
stage | combinational [µW] | sequential (µW) | clock, µW
finish | 876 | 10800 | 8190
global route | 943 | 10800 | 8690
CTS | 891 | 10800 | 8330
[placed cells by master (no fill, tap or decap), drive strengths merged, types with 72 or more instances in the layout]
cell | Yosys | routed
o41ai | 128 | 128
mux4 | 2048 | 2048
a22oi | 1024 | 1024
a21oi | 512 | 512
nor2 | 1042 | 1042
diode | 0 | 72
clkinv | 0 | 403
edfxtp | 8224 | 8224
nand2 | 103 | 103
buf | 314 | 553
clkbuf | 617 | 1005
[cell families (layout without fill, tap and decap cells)]
logic type,Yosys count,after routing
compound gates,1664,1664
buf+inv,931,2085
flops,8224,8224
mux,2048,2048
other cells,0,72
simple gates,1212,1212
[cell type report]
cell class              instances  area, µm²
clock buffers                1005      21200
flip-flops and latches       8224     247000
multi-input cells            4924      62600
clock inverters               485       3910
well taps                   13800      17200
fillers                     95000     685000
diodes                         72        180
repair buffers                595       4980
[worst max-delay path, delay by kind of cell]
| kind | cells | cell delay [ps] |
|---|---|---|
| AND-OR/OR-AND | 3 | 980 |
| buffers and inverters | 9 | 5010 |
| multiplexers | 1 | 580 |
| AND/OR/NAND/NOR | 1 | 130 |
[routing by layer]
| layer | global-route usage [%] | routed length [µm] | vias to the layer above |
|---|---|---|---|
| met3 | 12.6 | 134000 | 1316 |
| met5 | 0.815 | 1370 | - |
| met1 | 17.5 | 253000 | 75800 |
| li1 | - | - | 61000 |
| met2 | 24.5 | 380000 | 8344 |
| met4 | 4.86 | 29300 | 57 |
Power and IR drop assume default switching activity.
