### /design/flow/run.sh
#!/bin/bash
# OpenROAD 26Q1-2900-gdf79404cd8, Yosys 0.63+post, stock flow scripts
make -C /OpenROAD-flow-scripts/flow DESIGN_CONFIG=/design/flow/config.mk WORK_HOME=/design/flow/orfs finish
### /design/flow/config.mk
export PLATFORM = sky130hd
export DESIGN_NAME = regfile
export DESIGN_NICKNAME = regfile
export VERILOG_FILES = /design/flow/design.v
export SDC_FILE = /design/flow/constraint.sdc
export NUM_CORES = 4
export LEC_CHECK = 1
export CORE_UTILIZATION = 30
export SYNTH_HDL_FRONTEND = slang
### /design/flow/constraint.sdc
current_design regfile

set clk_period 18.1
set clk_io_pct 0.2

create_clock -name clk0 -period $clk_period [get_ports {clk}]

set non_clock_inputs [all_inputs -no_clocks]
set_input_delay [expr $clk_period * $clk_io_pct] -clock clk0 $non_clock_inputs
set_output_delay [expr $clk_period * $clk_io_pct] -clock clk0 [all_outputs]
### /design/flow/design.v
`timescale 1ns/1ps
module mux2 (
        input logic [31:0] d0, d1,
        input logic s,
        output logic [31:0] y
    );
    assign y = s ? d1: d0;
endmodule  
module mux3 (
       input logic [31:0] d0, d1, d2,
       input logic [1:0] s,
       output logic [31:0] y
   );
   always_comb begin
       unique case (s)
           2'b00: y = d0;
           2'b01: y = d1;
           2'b10: y = d2;
           default: y = 32'b0;
       endcase
   end
endmodule  
module mux5 (
    input logic [31:0] d0, d1, d2, d3, d4,
    input logic [2:0] s,
    output logic [31:0] y
    );
    always_comb begin
        unique case (s)
            3'b000: y = d0;
            3'b001: y = d1;
            3'b010: y = d2;
            3'b011: y = d3;
            3'b100: y = d4;
            default: y = 32'b0;
        endcase
    end
endmodule
module regfile (input logic clk, we3, reset,
                input logic [4:0] a1, a2, a3,
                input logic [31:0] wd3,
                output logic [31:0] rd1, rd2);
    (* preserve *) logic [31:0] rf[31:0];
    always_ff @(posedge clk) begin
        if (reset) begin
            integer i;
            for (i = 0; i < 32; i=i+1)
                rf[i] <= 32'b0;
        end else if (we3 && (a3 != 5'b0)) rf[a3] <= wd3;
    end
    always_comb begin
        if (we3 && (a3 == a1)) rd1 = wd3;  
        else if (a1 == 0) rd1 = 32'b0;  
        else rd1 = rf[a1];  
        if (we3 && (a3 == a2)) rd2 = wd3;
        else if (a2 == 0) rd2 = 32'b0;
        else rd2 = rf[a2];
    end
endmodule  
module ALU (input logic [31:0] d0, d1,
            input logic [3:0] s,
            output logic [31:0] y);
    always_comb begin
        unique case (s)
            4'b0000: y = d0 + d1;  
            4'b0001: y = d0 - d1;  
            4'b0111: y = d0 << d1[4:0];  
            4'b0101: y = ($signed(d0) < $signed(d1)) ? 32'b1 : 32'b0;  
            4'b0110: y = (d0 < d1) ? 32'b1 : 32'b0;  
            4'b0100: y = d0 ^ d1;  
            4'b1001: y = $signed(d0) >>> d1[4:0];  
            4'b1000: y = d0 >> d1[4:0];  
            4'b0011: y = d0 | d1;  
            4'b0010: y = d0 & d1;  
            default: y = 32'b0;
        endcase
    end
endmodule  
module branch_unit (input logic [31:0] SrcAE, SrcBE,
                    input logic [2:0] funct3E,
                    output logic branchTakenE
);
    logic eqE, ltE, ltuE;
    assign eqE = (SrcAE == SrcBE);
    assign ltE = $signed(SrcAE) < $signed(SrcBE);
    assign ltuE = $unsigned(SrcAE) < $unsigned(SrcBE);
    always_comb begin
        unique case (funct3E)
            3'b000: branchTakenE = eqE;  
            3'b001: branchTakenE = !eqE;  
            3'b100: branchTakenE = ltE;  
            3'b101: branchTakenE = !ltE;  
            3'b110: branchTakenE = ltuE;  
            3'b111: branchTakenE = !ltuE;  
            default: branchTakenE = 1'b0;
        endcase
    end
endmodule  
==> qor.yml <==
grt_use_total: 0.2366
p_leak_nw: 21.09
syn_area_per_cell_sq_um: 14.74
cts.clk_slew.worst_paths_ns: 0.06
cts-root-buf: "clkbuf_16"
place_inst: 5983
syn_inst: 3726
period_minus_slack_ns: 11.32
cts_tree: "yes"
wirelength_um: 205600
outcome: "complete, no violations"
fp_util: 0.3028
htree_levels: 3
top_register: "rf"
final_cells: 6204
detail_route.iter0.violations: 2604
cts_made_buffers: 112
max-vdd-ir-drop_mv: 0.08769
ys_chip_area_sq_um: 54900
timing.fmax_ghz: 0.08835
top_cell_area_share: 0.5601
gp_congestion: 0.9143
synth-edff-count: 1024
vias: 34830
async_flop_share: 0
detail-route-antenna-nets: 0
min_period_over_period: 0.6254
flop_cell: "edfxtp_1"
yosys-top-cells-area: "edfxtp_1, mux4_2, and2_1"
drive_gt1_frac: 0.2155
largest_area_cell: "edfxtp_1"
top_regs: "rf x1024"
die-width_um: 429.8
hpwl_um: 114300
setup_tns_ns: 0
dr.pass1.iters: 7
grt_pass1_vias: 37690
worst_pin_slew_ns: 0.9868
syn_area_sq_um: 54900
crit_arrival_ns: 7.70
final-hold-violation-count: 0
log.warning_count: 26
grt_overflow: 0
ff_latch_area_sq_um: 30750
holdPathStages: 1
largest_reg_flops: 1024
setup_viol: 0
cts.sinks: 1024
power_mw: 5.715
grt_max_degree: 75
yosys_cells: 3726
rows: 156
via_per_inst: 5.614
crit_fanout: 43
numSynthFlops: 1024
whs_endpoint: "rf[0][13]"
rsz0062_at_grt: "no"
ctsHoldBuffers: 0
die_y_um: 429.8
cellPowerDensity_nw_per_um2: 92.00
yosysWarnings: 0
area_growth_pct: 13.15
grt_pass1_wl_um: 286600
post-cts-setup-buffers: 0
ys_types: 49
chipArea_sq_um: 184700
ys_seq_frac: 0.5601
worstPathRequired_ns: 14.48
worst-setup-path-type: "primary input to output pin"
fin_ws_ns: 6.781
ctsResizeCount: 0
hp-start: "reset"
post-route-drc-count: 0
logic_area_sq_um: 22660
maxSlewViolCount: 0
fillers: 16960
grt_antenna_before_repair: 5
preCtsSetupSlack_ns: 6.837
hold_ws_ns: 3.447
maxCapViolCount: 0
wl_per_cell_um: 33.14
cp-end-kind: "output pin"
coreArea_sq_um: 181300
relSlewSlack: 0.3408
holdCritPathClass: "primary input to register"
numPortBuffers: 113
io_pins: 114
start_kind: "primary input"
cts_buffer_depth: 3
[how the worst max path moves through the flow]
| stage | startpoint | endpoint | cells past startpoint |
|---|---|---|---|
| global route | a2[2] | rd2[28] | 9 |
| CTS | a2[2] | rd2[25] | 9 |
| finish | a2[2] | rd2[25] | 9 |
[cells by family after synthesis]
group / count (synthesis) / synth area share
other cells: 1 / 0.00006830
buf+inv: 412 / 0.03480
xor+xnor: 10 / 0.001595
flops: 1024 / 0.5601
simple gates: 1223 / 0.1321
compound gates: 385 / 0.05333
mux: 671 / 0.2180
[layer usage]
| layer | part of all wire | routed length, um | track usage | vias to the layer above |
|---|---|---|---|---|
| li1 | - | - | - | 14350 |
| met1 | 0.31 | 63850 | 0.2502 | 17010 |
| met2 | 0.44 | 90500 | 0.3353 | 2893 |
| met3 | 0.19 | 38990 | 0.1978 | 574 |
| met4 | 0.059 | 12080 | 0.1061 | 6 |
| met5 | 0.00089 | 184 | 0.008847 | - |
[power breakdown]
group,leakage (nW),internal [mW],switching [mW],total (mW)
clock network,1.65,1.20,0.982,2.18
registers,9.75,2.74,0.0640,2.80
logic,9.69,0.306,0.427,0.733
total,21.1,4.24,1.47,5.72
[synthesized netlist by cell type, types with 32 or more instances]
| cell type | count |
|---|---|
| a21oi_1 | 34 |
| clkbuf_1 | 276 |
| and2_1 | 996 |
| o22ai_1 | 40 |
| edfxtp_1 | 1024 |
| a22oi_1 | 107 |
| o221ai_1 | 32 |
| mux4_2 | 418 |
| buf_2 | 74 |
| nand2_1 | 121 |
| mux2i_1 | 234 |
| a32o_1 | 32 |
| nor2_1 | 40 |
[through the flow]
step / instance area, sq um / util
after CTS: 62100 / 0.3425
after floorplan: 55020 / -
after global routing: 62110 / 0.3425
after global placement: 58700 / 0.3237
final: 62120 / 0.3426
after detailed placement: 58700 / 0.3237
[cells in the final DEF, fill, tap and decap left out, types with 16 or more instances in the layout]
cell type,Yosys,layout
a211oi_1,31,31
a21oi_1,34,34
a22o_1,31,31
a22oi_1,107,107
a31oi_1,23,23
a32o_1,32,32
and2_1,996,994
buf_4,22,155
clkbuf_1,276,30
clkbuf_16,0,114
clkdlybuf4s50_1,0,103
clkinv_1,0,35
clkinv_2,0,16
conb_1,1,32
edfxtp_1,1024,1024
mux2_2,19,19
mux2i_1,234,234
mux4_2,418,418
nand2_1,121,121
nor2_4,0,34
o221ai_1,32,32
o22ai_1,40,40
or2_2,31,31
[area by class of cell]
cell class	instances	share of cell area
clock inverters	66	0.007009
clock buffers	144	0.04773
repair buffers	267	0.03728
well taps	2370	0.04773
diodes	11	0.0004431
flip-flops and latches	1024	0.4950
inverters	1	0.00006042
multi-input cells	2321	0.3648
[worst max-delay path, stage by stage]
cell and delay, ns:
buf_8 0.28, buf_4 0.53, buf_4 0.70, buf_4 0.71, mux4_2 0.40, o2111a_1 0.25, nor3_1 0.43, o31ai_1 0.18
clkdlybuf4s50_1 0.44
Power figures rest on the tool's default switching activity, not on a simulated workload.
