**flow/config.mk**
```make
export PLATFORM = sky130hd
export DESIGN_NAME = EXMEMregister
export DESIGN_NICKNAME = EXMEMregister
export VERILOG_FILES = /design/flow/design.v
export SDC_FILE = /design/flow/constraint.sdc
export NUM_CORES = 4
export LEC_CHECK = 1
export CORE_AREA = 10 10 274 274
export DIE_AREA = 0 0 284 284
export SYNTH_HDL_FRONTEND = slang
```
**flow/constraint.sdc**
```tcl
current_design EXMEMregister

set clk_period 1.0
set clk_io_pct 0.2

create_clock -name clk0 -period $clk_period [get_ports {clk}]

set non_clock_inputs [all_inputs -no_clocks]
set_input_delay [expr $clk_period * $clk_io_pct] -clock clk0 $non_clock_inputs
set_output_delay [expr $clk_period * $clk_io_pct] -clock clk0 [all_outputs]
```
**flow/design.v**
```verilog
`timescale 1ns/1ps
module IFregister (input logic clk, en, reset,
                    input logic [31:0] d,
                    output logic [31:0] q);
    always_ff @(posedge clk)
        if (reset) begin
            q <= 32'b0;
        end
        else if (en) q <= d;
endmodule  
module IFIDregister (input logic clk, en, reset,
                    input logic [31:0] RD_instr, PCF, PCPlus4F,
                    output logic [31:0] InstrD, PCD, PCPlus4D);
    always_ff @(posedge clk)
        if (reset) begin
            InstrD <= 32'b0;
            PCD <= 32'b0;
            PCPlus4D <= 32'b0;
        end
        else if (en) begin
            InstrD <= RD_instr;
            PCD <= PCF;
            PCPlus4D <= PCPlus4F;
        end
endmodule  
module IDEXregister (input logic clk, en, reset,
                    input logic RegWriteD,
                    input logic [2:0] ResultSrcD,
                    input logic MemWriteD,
                    input logic JumpD,
                    input logic BranchD,
                    input logic [3:0] ALUControlD,
                    input logic ALUSrcD,
                    input logic SrcAsrcD,
                    input logic [2:0] funct3D,
                    input logic jumpRegD,
                    output logic RegWriteE,
                    output logic [2:0] ResultSrcE,
                    output logic MemWriteE,
                    output logic JumpE,
                    output logic BranchE,
                    output logic [3:0] ALUControlE,
                    output logic ALUSrcE,
                    output logic SrcAsrcE,
                    output logic [2:0] funct3E,
                    output logic jumpRegE,
                    input logic [31:0] RD1, RD2, PCD,
                    input logic [4:0] Rs1D, Rs2D, RdD,
                    input logic [31:0] ImmExtD,
                    input logic [31:0] PCPlus4D,
                    output logic [31:0] RD1E, RD2E, PCE,
                    output logic [4:0] Rs1E, Rs2E, RdE,
                    output logic [31:0] ImmExtE,
                    output logic [31:0] PCPlus4E
);
    always_ff @(posedge clk) begin
        if (reset) begin
            RegWriteE <= 1'b0;
            ResultSrcE <= 3'b0;
            MemWriteE <= 1'b0;
            JumpE <= 1'b0;
            BranchE <= 1'b0;
            ALUControlE <= 4'b0;
            ALUSrcE <= 1'b0;
            SrcAsrcE <= 1'b0;
            funct3E <= 3'b0;
            jumpRegE <= 1'b0;
            RD1E <= 32'b0;
            RD2E <= 32'b0;
            PCE <= 32'b0;
            Rs1E <= 5'b0;
            Rs2E <= 5'b0;
            RdE <= 5'b0;
            ImmExtE <= 32'b0;
            PCPlus4E <= 32'b0;
        end
        else if (en) begin
            RegWriteE <= RegWriteD;
            ResultSrcE <= ResultSrcD;
            MemWriteE <= MemWriteD;
            JumpE <= JumpD;
            BranchE <= BranchD;
            ALUControlE <= ALUControlD;
            ALUSrcE <= ALUSrcD;
            SrcAsrcE <= SrcAsrcD;
            funct3E <= funct3D;
            jumpRegE <= jumpRegD;
            RD1E <= RD1; RD2E <= RD2; PCE <= PCD;
            Rs1E <= Rs1D; Rs2E <= Rs2D; RdE <= RdD;
            ImmExtE <= ImmExtD;
            PCPlus4E <= PCPlus4D;
        end
    end   
endmodule
module EXMEMregister (input logic clk, en, reset,  
                    input logic RegWriteE,
                    input logic [2:0] ResultSrcE,
                    input logic MemWriteE,
                    input logic [2:0] funct3E,
                    output logic RegWriteM,
                    output logic [2:0] ResultSrcM,
                    output logic MemWriteM,
                    output logic [2:0] funct3M,
                    input logic [31:0] ALUResultE,
                    input logic [31:0] WriteDataE,
                    input logic [4:0] RdE,
                    input logic [31:0] ImmExtE,
                    input logic [31:0] PCPlus4E,
                    input logic [31:0] multiplier_resultE,
                    input logic [31:0] divider_resultE,
                    output logic [31:0] ALUResultM,
                    output logic [31:0] WriteDataM,
                    output logic [4:0] RdM,
                    output logic [31:0] ImmExtM,
                    output logic [31:0] PCPlus4M,
                    output logic [31:0] multiplier_resultM,
                    output logic [31:0] divider_resultM
);
    always_ff @(posedge clk) begin
        if (reset) begin
            RegWriteM <= 1'b0;
            ResultSrcM <= 3'b0;
            MemWriteM <= 1'b0;
            funct3M <= 3'b0;
            ALUResultM <= 32'b0;
            WriteDataM <= 32'b0;
            RdM <= 5'b0;
            ImmExtM <= 32'b0;
            PCPlus4M <= 32'b0;
            multiplier_resultM <= 32'b0;
            divider_resultM <= 32'b0;
        end
        else if (en) begin
            RegWriteM <= RegWriteE;
            ResultSrcM <= ResultSrcE;
            MemWriteM <= MemWriteE;
            funct3M <= funct3E;
            ALUResultM <= ALUResultE;
            WriteDataM <= WriteDataE;
            RdM <= RdE;
            ImmExtM <= ImmExtE;
            PCPlus4M <= PCPlus4E;
            multiplier_resultM <= multiplier_resultE;
            divider_resultM <= divider_resultE;
        end
    end  
endmodule
module MEMWBregister (input logic clk, en, reset,  
                    input logic RegWriteM,
                    input logic [2:0] ResultSrcM,
                    output logic RegWriteW,
                    output logic [2:0] ResultSrcW,
                    input logic [31:0] ALUResultM,
                    input logic [31:0] load_data,
                    input logic [4:0] RdM,
                    input logic [31:0] ImmExtM,
                    input logic [31:0] PCPlus4M,
                    input logic [31:0] multdiv_resultM,
                    output logic [31:0] ALUResultW,
                    output logic [31:0] ReadDataW,
                    output logic [4:0] RdW,
                    output logic [31:0] ImmExtW,
                    output logic [31:0] PCPlus4W,
                    output logic [31:0] multdiv_resultW
);
    always_ff @(posedge clk) begin
        if (reset) begin
            RegWriteW <= 1'b0;
            ResultSrcW <= 3'b0;
            ALUResultW <= 32'b0;
            ReadDataW <= 32'b0;
            RdW <= 5'b0;
            ImmExtW <= 32'b0;
            PCPlus4W <= 32'b0;
            multdiv_resultW <= 32'b0;
        end
        else if (en) begin
            RegWriteW <= RegWriteM;
            ResultSrcW <= ResultSrcM;
            ALUResultW <= ALUResultM;
            ReadDataW <= load_data;
            RdW <= RdM;
            ImmExtW <= ImmExtM;
            PCPlus4W <= PCPlus4M;
            multdiv_resultW <= multdiv_resultM;
        end
    end   
endmodule
```
**flow/run.sh**
```bash
#!/bin/bash
# OpenROAD 26Q1-2900-gdf79404cd8, Yosys 0.63+post, stock flow scripts
make -C /OpenROAD-flow-scripts/flow DESIGN_CONFIG=/design/flow/config.mk WORK_HOME=/design/flow/orfs finish
```
==> metrics.cfg <==
[outcome]
status=complete, but fails checks
violations=setup timing

[synthesis]
synth_flop_count=205
synth_top_cell_by_area=dfxtp_1
synth.yosys.warnings=0
ys_area_mm2=0.007293
yosysUniqueCellTypes=9
top_cell_area_share=0.5627
seq_area_frac_synth=0.5627
yosys_cells=661
syn_area_mm2=0.007293
topCellsByArea=dfxtp_1 (56%), mux2i_1 (28%), nor2_1 (11%)
syn_inst=661
avgSynthCellArea_um2=11.03

[critical_path]
r2r_cells=3
required_ns=0.80
start_kind=flop
reg2reg_to=WriteDataM[12]
critPathBufInv=1
critPathSlowestCell=dfxtp_2
cp_slowest_stage_delay_ns=0.33
path_max_fanout=2
critPathCapture=WriteDataM[25]
critPathTopFamily=flip-flops
cp_data_arrival_time_ns=0.97
critical_path_class=flop to output pin
cp.depth=1
crit_start=WriteDataM[25]
worstPathCellList=buf_2
crit_path_end_kind=output pin
r2r_slack_ns=0.27
reg2reg_from=WriteDataM[12]

[placed_design]
place_area_mm2=0.01263
place.gp.congestion=0.7845
dpl.cell_count=1996
dp_hpwl_mm=19.92
port-buffer-count=412

[sta]
finalSetupViolations=205
slew_headroom=0.7444
clock_skew_ns=0
clock.fmax_ghz=0.8523
hold-worst-slack_ns=0.1491
finalHoldViolations=0
setup_slack_ns=-0.1733
finalCritPeriodShare=1.173
slew_viol_final=0
tightestPinTransition_ns=0.3834
grt_setup_unrepaired=true
finalCriticalPeriod_ns=1.173

[floorplanning]
io_pins=413
die_height_um=284
rows=96
fp_util=0.1060
chip_area_mm2=0.08066
core_mm2=0.06883
die_width_um=284

[clocking]
clk_pin_slew_worst_paths_ns=0.06
clock_sinks=205
clock_latency_ns=0.53
cts_tree=yes
cts_buffer_depth=3
cts_root_buffer=clkbuf_16
h-tree-depth=1
cts_made_buffers=24

[layout]
fin_area_mm2=0.01285
stdcell_count=2046
regArea_mm2=0.004360
final_util=0.1868
area_growth_pct=76.24
final_layout_size_suffix_gt1_frac=0.4395
comb_area_mm2=0.002821
fillerInstances=7523
lay_top_cells=dfxtp_2 (205), mux2i_1 (205), nor2_1 (205), clkdlybuf4s50_1 (205), buf_2 (178)

[global_route]
grt_max_degree=51
overflow=0
antenna_found_initial=0
grt_pass1_wl_mm=39.53
grtUsageTotal=0.06129
grt_pass1_vias=6560

[pwr]
swShare=0.2306
power_switching_mw=4.529
pwr-share-comb=0.137
power_frac_seq=0.458
leakagePower_nw=5.871
totalPowerFinal_mw=19.64
powerDensity_mw_per_mm2=1528
peakVddDrop_v=0.001045
clkPwrFrac=0.405
p_int_mw=15.11

[drt]
drtIter0Drc=138
drt-total-wl_mm=26.44
drc_errors=0
wl_per_cell_um=12.92
vias_per_cell=3.033
wl_met3_mm=2.881
antenna_left=0
wl_met2_mm=12.61
antennaDiodeCount=0
dr_total_vias=6205
drtPass1Iterations=5
top_layer=met4
drt-met1-wl_mm=10.40

[job]
cap_viol_max_count=0
warnings=27

[min_path]
hold_class=input pin to flop

[sequential cells by signal (all words and copies together) (netlist names)]
register and count:
ALUResultM 32, ImmExtM 32, MemWriteM 1, PCPlus4M 32, RdM 5, RegWriteM 1, ResultSrcM 3, WriteDataM 32
divider_resultM 32, funct3M 3, multiplier_resultM 32
[routing by layer]
| layer | global-route usage | up-vias |
|---|---|---|
| li1 | - | 3068 |
| met3 | 0.02721 | 29 |
| met1 | 0.07066 | 2846 |
| met5 | 0 | - |
| met2 | 0.1045 | 262 |
| met4 | 0.01138 | 0 |
[worst min path at each step]
stage / from / end / cells after the start
global route: en / divider_resultM[17] / 4
CTS: en / divider_resultM[12] / 4
finish: en / divider_resultM[12] / 4
[cell type report]
class | count | area share
clock buffers | 35 | 0.05237
clock inverters | 4 | 0.001850
multi-input cells | 410 | 0.2195
flip-flops and latches | 205 | 0.3392
well taps | 931 | 0.09063
repair buffers | 461 | 0.2964
[kinds of logic after synthesis]
logic type,after synthesis,synth area share
buffers and inverters,46,0.05044
muxes,205,0.2814
and+or+nand+nor,205,0.1055
DFF,205,0.5627
[metrics by stage]
stage                     TNS [ns]  setup WS (ns)
after CTS                   -42.98        -0.2318
after floorplan                  0       0.003407
after global placement      -9.574       -0.09474
after global routing        -44.31        -0.2367
after detailed placement    -12.86        -0.1173
final                       -31.93        -0.1733
[repair_timing]
item                       CTS  global route
hold buffers                 1             0
hold endpoints to repair     4             0
gates cloned                 0             1
setup endpoints to repair  205           291
gates resized              903            13
buffers inserted             6             3
[power groups by stage]
stage	Combinational, mW	Clock (mW)	Sequential [mW]
4_1_cts	2.69	8.36	9.00
5_1_grt	2.95	8.70	9.06
6_report	2.69	7.96	9.00
[cell usage after synthesis]
master    instances
buf_8            11
clkbuf_1         15
buf_4             6
nor2_1          205
buf_6             6
buf_1             5
dfxtp_1         205
buf_2             3
mux2i_1         205
No activity file was given, so power comes from the tool's default toggle rates.
